==> ./design.v <==
module Array_KeyBoard #
(
	parameter			NUM_FOR_200HZ = 60000
)
(
	input				clk_in,
	input				rst_n_in,
	input		[3:0]	col,
	output	reg	[3:0]	row,
	output	reg	[15:0]	key_out,
	output		[15:0]	key_pulse
);
	localparam			STATE0 = 2'b00;
	localparam			STATE1 = 2'b01;
	localparam			STATE2 = 2'b10;
	localparam			STATE3 = 2'b11;
	reg		[15:0]		cnt;
	reg					clk_200hz;
	always@(posedge clk_in or negedge rst_n_in) begin
		if(!rst_n_in) begin
			cnt <= 16'd0;
			clk_200hz <= 1'b0;
		end else begin
			if(cnt >= ((NUM_FOR_200HZ>>1) - 1)) begin
				cnt <= 16'd0;
				clk_200hz <= ~clk_200hz;
			end else begin
				cnt <= cnt + 1'b1;
				clk_200hz <= clk_200hz;
			end
		end
	end
	reg		[1:0]		c_state;
	always@(posedge clk_200hz or negedge rst_n_in) begin
		if(!rst_n_in) begin
			c_state <= STATE0;
			row <= 4'b1110;
		end else begin
			case(c_state)
				STATE0: begin c_state <= STATE1; row <= 4'b1101; end
				STATE1: begin c_state <= STATE2; row <= 4'b1011; end
				STATE2: begin c_state <= STATE3; row <= 4'b0111; end
				STATE3: begin c_state <= STATE0; row <= 4'b1110; end
				default:begin c_state <= STATE0; row <= 4'b1110; end
			endcase
		end
	end
	always@(negedge clk_200hz or negedge rst_n_in) begin
		if(!rst_n_in) begin
			key_out <= 16'hffff;
		end else begin
			case(c_state)
				STATE0:key_out[3:0] <= col;
				STATE1:key_out[7:4] <= col;
				STATE2:key_out[11:8] <= col;
				STATE3:key_out[15:12] <= col;
				default:key_out <= 16'hffff;
			endcase
		end
	end
	reg		[15:0]		key_out_r;
	always @ ( posedge clk_in  or  negedge rst_n_in )
		if (!rst_n_in) key_out_r <= 16'hffff;
		else  key_out_r <= key_out;
	assign key_pulse= key_out_r & ( ~key_out);
endmodule
module Beeper
(
input					clk_in,
input					rst_n_in,
input					tone_en,
input			[15:0]	tone,
output	reg				piano_out
);
reg [15:0] time_end;
always@(tone) begin
	case(tone)
		16'h0001:	time_end <=	16'd22930;	 
		16'h0002:	time_end <=	16'd20430;	 
		16'h0004:	time_end <=	16'd18200;	 
		16'h0008:	time_end <=	16'd17180;	 
		16'h0010:	time_end <=	16'd15305;	 
		16'h0020:	time_end <=	16'd13635;	 
		16'h0040:	time_end <=	16'd12148;	 
		16'h0080:	time_end <=	16'd11477;	 
		16'h0100:	time_end <=	16'd10215;	 
		16'h0200:	time_end <=	16'd9101;	 
		16'h0400:	time_end <=	16'd8590;	 
		16'h0800:	time_end <=	16'd7653;	 
		16'h1000:	time_end <=	16'd6818;	 
		16'h2000:	time_end <=	16'd6075;	 
		16'h4000:	time_end <=	16'd22930;	 
		16'h8000:	time_end <=	16'd20430;	 
		default:time_end <=	16'd65535;	
	endcase
end
reg [17:0] time_cnt;
always@(posedge clk_in or negedge rst_n_in) begin
	if(!rst_n_in) begin
		time_cnt <= 1'b0;
	end else if(!tone_en) begin
		time_cnt <= 1'b0;
	end else if(time_cnt>=time_end) begin
		time_cnt <= 1'b0;
	end else begin
		time_cnt <= time_cnt + 1'b1;
	end
end
always@(posedge clk_in or negedge rst_n_in) begin
	if(!rst_n_in) begin
		piano_out <= 1'b1;
	end else if(time_cnt==time_end) begin
		piano_out <= ~piano_out;
	end else begin
		piano_out <= piano_out;
	end
end
endmodule
module Electric_Piano
(
input					clk_in,			 
input					rst_n_in,		 
input			[3:0]	col,
output			[3:0]	row,
output					piano_out
);
wire			[15:0]	key_out;
wire			[15:0]	key_pulse;
Array_KeyBoard Array_KeyBoard_uut
(
.clk_in					(clk_in			),
.rst_n_in				(rst_n_in		),
.col					(col			),
.row					(row			),
.key_out				(key_out		),
.key_pulse				(key_pulse		)
);
wire					tone_en = (~key_out[15:0])?1'b1:1'b0;
wire			[15:0]	tone = (~key_out);
Beeper Beeper_uut
(
.clk_in					(clk_in			),
.rst_n_in				(rst_n_in		),
.tone_en				(tone_en		),
.tone					(tone			),
.piano_out				(piano_out		)
);
endmodule
==> ./run.sh <==
#!/bin/bash
# OpenROAD 26Q1-2900-gdf79404cd8, Yosys 0.63+post, stock flow scripts
make -C /OpenROAD-flow-scripts/flow DESIGN_CONFIG=/design/flow/config.mk WORK_HOME=/design/flow/orfs finish
==> ./config.mk <==
export PLATFORM = sky130hd
export DESIGN_NAME = Electric_Piano
export DESIGN_NICKNAME = Electric_Piano
export VERILOG_FILES = /design/flow/design.v
export SDC_FILE = /design/flow/constraint.sdc
export NUM_CORES = 4
export LEC_CHECK = 1
export CORE_UTILIZATION = 40
==> ./constraint.sdc <==
current_design Electric_Piano

set clk_period 5.1
set clk_io_pct 0.2

create_clock -name clk0 -period $clk_period [get_ports {clk_in}]

set non_clock_inputs [all_inputs -no_clocks]
set_input_delay [expr $clk_period * $clk_io_pct] -clock clk0 $non_clock_inputs
set_output_delay [expr $clk_period * $clk_io_pct] -clock clk0 [all_outputs]
==> impl_metrics.yaml <==
# implementation run metrics
grt:
  globalRouteOverflowTotal: 0
  grt_first_pass_wirelength_microns: 12680
  grt_util_met1_pct: 26.44
  grt_util_met2_pct: 25.62
  antenna_found_initial: 0
  grt_pass1_vias: 2564
  grtUsageMet3_pct: 2.309
  grt-busiest-layer: "met1"
  track_usage_pct: 16.49
  grt_max_degree: 42
route:
  vias: 2642
  finalWirelength_microns: 7088
  n_antenna_cell: 0
  via_per_inst: 5.414
  drc: 0
  first_pass_iters: 4
  ant_nets: 0
  first_iter_violations: 176
  routedWlPerCell_microns: 14.52
logic_synthesis:
  ys_seq_share_pct: 40.85
  synth-edff-count: 0
  yosys_warnings: 2
  synth.avg_cell_area_sq_um: 9.816
  synth.distinct_cells: 64
  ff_type: "dfrtp_1"
  synth_chip_area_sq_mm: 0.003740
  synth_flops: 60
  synth_cells: 381
  synth_area_sq_mm: 0.003740
  ys_cells: 381
  async_flop_share_pct: 100.0
clock_network:
  cts_setup_buffers: 0
  htreeDepth: 2
  clk_path_buf_depth: 2
  path_clk_slew_ns: 0.07
  cts_resized: 0
  ctsHoldBuffers: 0
  cts_made_buffers: 5
  clk_latency_ns: 0.29
  cts_tree: "done"
  clockRootBuffer: "clkbuf_8"
critical_path:
  critPathCaptureType: "output pin"
  cp_max_fo: 2
  arrival_ns: 1.27
  cpPeakStageDelay_ns: 0.54
  cp-start-kind: "register"
  crit_buf_inv: 1
  critPathTopFamily: "flip-flops"
  path_cells: "clkdlybuf4s50_1"
  criticalPathCategory: "register to output pin"
  cpMaxStageDelayCell: "dfstp_2"
  worstPathRequired_ns: 4.08
final_layout:
  syn_to_final_growth_pct: 5.922
  final_layout_size_suffix_gt1_share_pct: 16.84
  logic_area_sq_mm: 0.002061
  regArea_sq_mm: 0.001528
  nFillCells: 834
final_timing:
  untimed_endpoints: 28
  hold_violations: 0
  finalSetupViolCount: 0
  rsz0062_at_grt: "no"
  timing.fmax_ghz: 0.4376
  whs_ns: 0.4823
  slew_viol_final: 0
  layout_min_cycle_time_ns: 2.285
  finalClockPeriodUsage_pct: 44.81
  fin_tns_setup_ns: 0
  fin_skew_ns: 0.006355
  setup_ws_ns: 2.815
  worst_pin_slew_ns: 0.5775
  unclocked_pins: 24
  slew_headroom_pct: 61.21
worst_hold_path:
  hp-class: "register to register"
placed_design:
  hpwl_microns: 5265
  port_buffers: 10
  pre_cts_slack_ns: 3.060
  gp_congestion: 0.9280
flow_run:
  maxCapViolCount: 0
  warnings: 25
floorplan:
  dieArea_sq_mm: 0.009741
  coreArea_sq_mm: 0.008891
  fp_util_pct: 42.06
  chipWidth_microns: 98.70
  die_y_microns: 98.70
  fp-row-count: 34
  top_level_ports: 11
power_and_ir_drop:
  p_leak_nw: 1.744
  ir_worst_vdd_mv: 0.1194
  power_density_mw_per_mm2: 168.5
outcome:
  outcome: "completed"
[synth_stat cells (5+ instances only)]
cell / n / area, sq um
inv_1: 9 / 33.78
buf_2: 6 / 30.03
ha_1: 18 / 225.2
nand4_1: 10 / 62.56
dfstp_2: 21 / 551.8
a21oi_1: 17 / 85.08
xor2_1: 24 / 210.2
dfrtp_1: 39 / 975.9
clkbuf_1: 8 / 30.03
and3_1: 5 / 31.28
mux2_2: 16 / 180.2
nor2_1: 51 / 191.4
nor3_1: 8 / 40.04
nand3_1: 22 / 110.1
o21ai_0: 10 / 50.05
nand2_1: 25 / 93.84
xnor2_1: 17 / 148.9
[cell type report]
cell class	instances	share of cell area [%]
clock buffers	7	2.179
clock inverters	1	0.1895
inverters	9	0.8528
multi-input cells	291	52.02
flip-flops and latches	60	38.57
well taps	108	3.411
repair buffers	12	2.780
[placed cells by master (no fill, tap or decap), types with 3 or more instances in the layout]
cell type / instances
nand2_1: 25
nand4b_1: 4
dfstp_2: 21
mux2_2: 16
inv_1: 9
a21o_1: 4
nand4_1: 10
clkdlybuf4s50_1: 9
nand3_1: 22
nor2_1: 51
ha_1: 18
o21ai_0: 10
xnor2_1: 17
dfrtp_1: 39
and4_1: 3
nor3_1: 8
nor4_2: 3
clkbuf_8: 6
a21oi_1: 17
and3_1: 5
nand2b_1: 3
xor2_1: 24
[state kept, by name, summed over array words and instances (netlist names)]
| register | count |
|---|---|
| Array_KeyBoard_uut.clk_200hz | 1 |
| Array_KeyBoard_uut.c_state | 4 |
| Array_KeyBoard_uut.row | 4 |
| Beeper_uut.piano_out | 1 |
| Beeper_uut.time_cnt | 18 |
| Array_KeyBoard_uut.key_out | 16 |
| Array_KeyBoard_uut.cnt | 16 |
[worst register-to-register path, cell delays in order, from the launching register on]
cell and delay, ns:
dfrtp_1 0.44, ha_1 0.34, and4_1 0.22, nor4bb_1 0.40
a211oi_1 0.13, o221ai_1 0.09, buf_4 0.24, nor2_1 0.08
[path summary, 6_finish.rpt]
kind / slack, ns / cells past startpoint / to / from
worst max-delay path: 2.81 / 1 / piano_out / Beeper_uut.piano_out
worst min-delay path: 0.48 / 1 / Array_KeyBoard_uut.cnt[0] / Array_KeyBoard_uut.cnt[0]
worst max register to register: 3.04 / 7 / Beeper_uut.time_cnt[9] / Beeper_uut.time_cnt[9]
worst min register to register: 0.48 / 1 / Array_KeyBoard_uut.cnt[0] / Array_KeyBoard_uut.cnt[0]
max in group asynchronous: 3.55 / 2 / Array_KeyBoard_uut.cnt[14] / rst_n_in
min in group asynchronous: 0.69 / 1 / Beeper_uut.time_cnt[14] / rst_n_in
[where the power goes]
part	internal, mW	switching (mW)
clock network	0.110	0.101
registers	0.391	0.0134
logic	0.0135	0.0388
total	0.514	0.154
[layer usage]
layer	share of wire [%]	vias up	wire length, microns
met5	0	-	0
li1	-	1344	-
met2	45	43	3180
met1	51	1249	3590
met4	1.1	0	76
met3	3.4	6	242
[cells by family after synthesis]
group | synth area share (%)
compound gates | 9.803
xor+xnor | 10.04
fa+ha+maj | 6.022
buf+inv | 4.148
flops | 40.85
mux | 4.818
other cells | 0.1003
simple gates | 24.22
[stage by stage]
step | instance area [sq um] | instances | utilization [%] | power, mW
finish | 3961 | 488 | 44.55 | 0.6676
global route | 3961 | 488 | 44.55 | 0.7017
CTS | 3961 | 488 | 44.55 | 0.6797
detailed placement | 3867 | 480 | 43.50 | 0.4651
global placement | 3867 | 480 | 43.50 | 0.4624
floorplan | 3744 | 382 | - | 0.4338
No activity file was given, so power comes from the tool's default toggle rates.
